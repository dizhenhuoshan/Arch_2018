--- config.mk ---
export PLATFORM = sky130hd
export DESIGN_NAME = pc_reg
export DESIGN_NICKNAME = pc_reg
export VERILOG_FILES = /design/flow/design.v
export SDC_FILE = /design/flow/constraint.sdc
export NUM_CORES = 4
export LEC_CHECK = 1
export CORE_UTILIZATION = 30
--- constraint.sdc ---
current_design pc_reg

set clk_period 4.9
set clk_io_pct 0.2

create_clock -name clk0 -period $clk_period [get_ports {clk}]

set non_clock_inputs [all_inputs -no_clocks]
set_input_delay [expr $clk_period * $clk_io_pct] -clock clk0 $non_clock_inputs
set_output_delay [expr $clk_period * $clk_io_pct] -clock clk0 [all_outputs]
--- design.v ---
module pc_reg(
    input wire                  clk,
    input wire                  rst,
    input wire                  rdy,
    output reg[31:0]    pc,
    input wire[6:0]       stall_sign,
    input wire                  branch_enable_i,
    input wire[31:0]    branch_addr_i
);
    always @ (posedge clk) begin
        if (rst == 1'b1) begin
            pc <= 32'h00000000;
        end else if (branch_enable_i == 1'b1) begin
            pc <= branch_addr_i;
        end else if (rdy == 1'b1 && stall_sign[0] == 1'b0) begin
            pc <= pc + 4;
        end
    end
endmodule  
--- run.sh ---
#!/bin/bash
# OpenROAD 26Q1-2900-gdf79404cd8, Yosys 0.63+post, stock flow scripts
make -C /OpenROAD-flow-scripts/flow DESIGN_CONFIG=/design/flow/config.mk WORK_HOME=/design/flow/orfs finish
==> changes_impl.md <==
### Physical design

- Worst Hold End: pc[0]
- Number of enable flip-flop cells: 0
- Final wirelength: 5090 µm
- Core area: 5890 µm²
- Pwr/cell area: 243 nW/µm²
- Fmax: 0.321 GHz
- Worst endpoint required time: 5060 ps
- Die extent in y: 80.0 µm
- Basic Gates by Area: 33.0%
- Slowest CP cell: clkdlybuf4s50_1
- Worst Setup Path Type: in2reg
- Hpwl dp: 3540 µm
- Yosys aoi share: 19.6%
- GRT Overall Usage: 16.7%
- Number of iterations in the first detailed-routing pass: 4
- Row count: 28
- TritonCTS sink count: 32
- Fa+ha+maj area frac: 0.686%
- Post-synth top flop: dfxtp_1
- Hold-fix buffers, CTS: 0
- # Post-CTS Setup Buffers: 0
- Synthesized area per cell: 8.22 µm²
- Yosys chip area: 1820 µm²
- CTS tree: done
- Startpoint types: input pin
- Num CTS Buffers: 5
- Chip width: 80.0 µm
- Vias in the first global route: 1,695
- RSZ-0062 raised after global routing: no
- Final period util: 63.6%
- Worst vdd rail ir drop: 123 µV
- CTS root buffer: clkbuf_8
- Cell Type Count: 36
- Slowest stage delay, CP: 850 ps
- Setup violators final: 0
- Critical path arrival: 3270 ps
- Max reg flops: 32
- Worst Path Buf+Inv: 3
- Post-layout instance area: 2630 µm²
- Overall power: 637 µW
- Hold violation count in the final report: 0
- Seq/Total Area, Yosys: 35.1%
- Leak pwr: 0.810 nW
- Xor/xnor share: 5.28%
- FF-to-FF Start: pc[2]
- CP Max Fanout: 28
- Setup slack, reg-to-reg: 2570 ps
- Clock Skew: 6.00 ps
- Floorplan utilization: 31.0%
- Initial antenna violation count: 0
- Asr flop ratio synth: 0%
- DRC: 0
- Largest net degree at the start of global routing: 36
- ANT nets after route: 0
- Final Max Slew Viols: 0
- Fillers: 605
- Placer Congestion: 0.793
- Post_cts resized: 0
- H-tree depth: 2
- Setup TNS: 0 ps
- Ys cells: 222
- Outcome: complete, no violations
- HP Start: pc[0]
- Crit-path cells: clkdlybuf4s50_1 -> clkinv_1 -> buf_4 -> nor2_1 -> a311oi_1
- Slew margin rel.: 54.7%
- Reg2reg end: pc[28]
- Routed vias: 1,931
- Number of DRC markers in iteration 0: 105
- Die ar.: 6400 µm²
- Crit path max-delay family: buffers and inverters
- Area grow syn2layout: 44.0%
- Avg WL per Cell: 14.1 µm
- Flops & latches, synth: 32
- Share of layout cells above drive strength 1: 4.56%
- Yosys warnings: 1
- Clk slew on worst S/H paths: 70 ps
- IO buf count: 68
- Post-DR vias/cell: 5.36
- First-pass GRT wire length: 8270 µm
- Clock Tree Buf Depth: 2
- Top cell excl fill/tap: clkdlybuf4s50_1
- Slew of the pin with the lowest slew margin: 675 ps
- Hold WC Path Type: reg2reg
- Post-synthesis cell area: 1820 µm²
- Reg2reg path depth: 5
- Cells after Synth: 222
- I/O pin total: 75
- Most frequent cells in the layout: clkdlybuf4s50_1 (68), nor2_1 (32), dfxtp_1 (32)
- Tool warnings: 31
- Area post-placement: 2530 µm²
- Comb area leader: simple AND/OR/NAND/NOR gates
- Fin crit period: 3120 ps
- Grt ovf: 0
- Crit. End Element: register
- Total of max-cap violations: 0
- Mux frac, synth: 1.10%
- Clk latency late pin: 290 ps
- Hold Path Stages: 2
- Antenna fix cells: 0
## per-stage QoR
step	hold slack, ps	utilization (%)	setup slack [ps]	cells
6_report	499	44.6	1780	360
3_5_place_dp	487	43.0	1500	353
3_3_place_gp	481	43.0	1500	353
4_1_cts	508	44.6	1790	360
2_1_floorplan	437	-	2350	222
5_1_grt	551	44.6	1570	360
## how the worst max path moves through the flow
stage / end / slack (ps) / from / depth (start not counted)
CTS: pc[19] / 1790 / branch_enable_i / 5
finish: pc[19] / 1780 / branch_enable_i / 5
global route: pc[28] / 1570 / branch_enable_i / 4
## synth_stat cells, types with 4 or more instances
library cell,n,area [µm²]
nand3_1,8,40.0
nor2_1,32,120
a211oi_1,11,82.6
nor4_1,4,25.0
o21ai_0,7,35.0
or3_1,9,56.3
nand4_1,10,62.6
or4_1,15,113
nand2_1,17,63.8
o31ai_1,9,67.6
dfxtp_1,32,641
xor2_1,4,35.0
a311oi_1,16,140
xnor2_1,7,61.3
clkbuf_1,10,37.5
## report_power, final
group | internal, mW | switching (mW) | leakage, nW
combinational | 0.0754 | 0.0352 | 0.493
sequential | 0.279 | 0.0265 | 0.266
clock | 0.125 | 0.0960 | 0.0503
## cell type report
class | count | area (µm²) | area share [%]
inverter | 3 | 11.3 | 0.429
sequential | 32 | 641 | 24.4
clock buffer | 7 | 96.3 | 3.67
tap | 75 | 93.8 | 3.57
multi-input combinational | 173 | 1090 | 41.4
timing repair buffer | 70 | 696 | 26.5
## per-layer routing
| metal | part of all wire [%] | track usage [%] |
|---|---|---|
| met3 | 5.3 | 2.90 |
| met5 | 0 | 0 |
| met4 | 2.4 | 3.57 |
| met1 | 47 | 25.2 |
| met2 | 45 | 25.2 |
## cells by family after synthesis
logic type / after synthesis
xor+xnor: 11
flops: 32
mux: 2
fa+ha+maj: 1
buf+inv: 17
simple gates: 111
compound gates: 48
## worst reg2reg max path: cells and delay by family, from the launching register on
family | cells | cell delay (ps)
adders and majority gates | 1 | 200
AOI/OAI and AO/OA | 1 | 280
DFF | 1 | 430
and+or+nand+nor | 3 | 1330
Power is estimated from default activity; no workload was simulated.
